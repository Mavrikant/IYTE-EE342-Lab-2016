`./constraint.sdc`:
```
current_design Lab6

set clk_period 2.0
set clk_io_pct 0.2

create_clock -name clk0 -period $clk_period [get_ports {Clk}]

set non_clock_inputs [all_inputs -no_clocks]
set_input_delay [expr $clk_period * $clk_io_pct] -clock clk0 $non_clock_inputs
set_output_delay [expr $clk_period * $clk_io_pct] -clock clk0 [all_outputs]
```
`./config.mk`:
```
export PLATFORM = sky130hd
export DESIGN_NAME = Lab6
export DESIGN_NICKNAME = Lab6
export VERILOG_FILES = /design/flow/design.v
export SDC_FILE = /design/flow/constraint.sdc
export NUM_CORES = 4
export LEC_CHECK = 1
export CORE_AREA = 10 10 70 70
export DIE_AREA = 0 0 80 80
```
`./run.sh`:
```
#!/bin/bash
# OpenROAD 26Q1-2900-gdf79404cd8, Yosys 0.63+post, stock flow scripts
make -C /OpenROAD-flow-scripts/flow DESIGN_CONFIG=/design/flow/config.mk WORK_HOME=/design/flow/orfs finish
```
`./design.v`:
```
module Lab6(Clk,D1,D2,Counter);
parameter S0=4'b0000, S1=4'b0001, S2=4'b0010, S3=4'b0011, S4=4'b0100, S5=4'b0101, S6=4'b0110, S7=4'b0111, S8=4'b1000; 
input D1,D2,Clk; 
reg [3:0]FSM; 
output reg [2:0] Counter;
always@(posedge Clk)
begin
	case(FSM[3:0])
		S0:
			begin
				if((D1==1)&(D2===0))
					FSM[3:0]<=S1;
				else if((D1==0)&(D2===1))
					FSM[3:0]<=S5;
				else 
					FSM[3:0]<=FSM[3:0];
			end
		S1:
			begin
				if((D1==1)&(D2===1))
					FSM[3:0]<=S2;
				else if((D1==0)&(D2===0))
					FSM[3:0]<=S0;
				else
					FSM[3:0]<=FSM[3:0];
			end	
		S2:
			begin
				if((D1==0)&(D2===1))
					FSM[3:0]<=S3;
				else if((D1==1)&(D2===0))
					FSM[3:0]<=S1;
				else
					FSM[3:0]<=FSM[3:0];
			end
		S3:
			begin
				if((D1==0)&(D2===0))
				begin
					FSM[3:0]<=S0;
					Counter <= Counter + 3'b001;
				end
				else if((D1==1)&(D2===1))
					FSM[3:0]<=S2;
				else
					FSM[3:0]<=FSM[3:0];
			end
		S5:
			begin
				if((D1==1)&(D2===1))
					FSM[3:0]<=S6;
				else if((D1==0)&(D2===0))
					FSM[3:0]<=S0;
				else
					FSM[3:0]<=FSM[3:0];
			end
		S6:
			begin
				if((D1==1)&(D2===0))
					FSM[3:0]<=S7;
				else if((D1==0)&(D2===1))
					FSM[3:0]<=S5;
				else
					FSM[3:0]<=FSM[3:0];
			end	
		S7:
			begin
				if((D1==0)&(D2===0))
				begin
					FSM[3:0]<=S0;
					Counter <= Counter - 3'b001;
				end
				else if((D1==1)&(D2===1))
					FSM[3:0]<=S6;
				else
					FSM[3:0]<=FSM[3:0];
			end	
		default:
				FSM[3:0]<=S0;
	endcase
end
endmodule
```
==> impl_metrics.csv <==
group,metric,value,unit
floorplanning,initCoreUtil,15.5,%
floorplanning,rows,21,
floorplanning,pin_count,6,
critical_path,path_max_fanout,3,
route,dr.pass1.iters,4,
finish,final_cells,108,
critical_path,end_kind,"flop",
power_and_ir_drop,fin_total_pwr,401,uW
cts,clock.latency.late_pin,250,ps
timing,finalHoldViolCount,0,
yosys,syn_inst,48,
finish,area_growth,31.7,%
global_routing,grt_max_degree,9,
route,dr.first_iter.drc_count,16,
power_and_ir_drop,p_sw_share,25.5,%
cts,clock_path_buffers,2,
yosys,syn-cell-area,529,um^2
route,drt-total-wl,882,um
timing,drv_slew,0,
critical_path,critPathKind,"in -> reg",
timing,finalClockSkew,1.79,ps
cts,clkTransAtPathRegs,50,ps
power_and_ir_drop,power_frac_clock,30.6,%
finish,final_util,20.4,%
cts,post_cts.repair.setup_buffers,0,
yosys,yosys_area,529,um^2
floorplanning,die_area,6400,um^2
timing,fin_crit,1860,ps
finish,drive_gt1_share,22.6,%
global_routing,antenna_found_initial,0,
global_routing,grt_usage,2.83,%
route,vias,375,
critical_path,cp-start-kind,"input pin",
power_and_ir_drop,pwr-share-seq,44.9,%
cts,cts.hold.buffers_added,0,
finish,lay_top_cells,"7 x edfxtp_1, 7 x inv_1, 7 x buf_4",
placement,place_congestion,0.768,
route,ant_nets,0,
timing,rsz0062_at_grt,"false",
placement,hpwl,721,um
cts,cts_buffers,3,
cts,h-tree-depth,1,
yosys,synth_warnings,1,
yosys,synth-seq-cells,7,
route,drc,0,
run_status,outcome,"finished clean",
power_and_ir_drop,power_per_cell_area,575,nW/um^2
route,detail_route.wl_per_cell,8.17,um
timing,worst_pin_slew,499,ps
yosys,syn_area_per_cell,11.0,um^2
power_and_ir_drop,vdd_drop_max,0.000162,V
global_routing,gr-total-overflow,0,
power_and_ir_drop,power_switching,102,uW
route,vias_per_cell,3.47,
placement,place_inst,104,
placement,io_buffers,5,
yosys,ys_cells,48,
cts,cts.sinks,7,
finish,fillCellCount,383,
yosys,synth.distinct_cells,24,
power_and_ir_drop,p_comb_share,24.5,%
global_routing,grt_pass1_wl,1540,um
yosys,synth_seq_share,39.7,%
power_and_ir_drop,power.internal,298,uW
global_routing,grt_pass1_vias,385,
timing,slew_headroom,66.5,%
cts,cts_tree,"yes",
run,tool_warnings,30,
critical_path,worst_ep_arrival_time,1940,ps
timing,fmax,538,MHz
floorplanning,die_h,80,um
power_and_ir_drop,p_leak,0.000268,uW
floorplanning,core-area,3420,um^2
timing,setup_viol,0,
run,maxCapViolCount,0,
critical_path,crit_required,2080,ps
hold_path,hold_class,"reg -> reg",
cts,ctsResizeCount,0,
floorplanning,die_w,80,um
route,antenna_cells,0,
timing,whs,572,ps
cts,root_buffer,"clkbuf_4",
timing,finalClockPeriodUsage,92.9,%
## flip-flops by register name, indices dropped and copies added, names as in the netlist
register and cells:
FSM 4, Counter 3
## area by class of cell
type / count / area [um^2] / area share (%)
clock buffers: 4 / 26.3 / 3.77
flip-flops and latches: 7 / 210 / 30.2
multi-input cells: 32 / 274 / 39.3
well taps: 46 / 57.6 / 8.26
inverters: 7 / 26.3 / 3.77
repair buffers: 12 / 103 / 14.7
## per-stage QoR
stage	TNS, ps	cell area (um^2)	setup WS (ps)
6_report	0	697	142
5_1_grt	0	697	58.5
4_1_cts	0	697	140
3_5_place_dp	-812	671	-115
3_3_place_gp	-524	671	-86.4
2_1_floorplan	0	529	396
## final timing paths
kind | to | startpoint | slack [ps] | cells after the start
worst max register to register | Counter[2] | FSM[3] | 320 | 4
worst min register to register | Counter[0] | Counter[0] | 570 | 1
worst min-delay path | Counter[0] | Counter[0] | 570 | 1
worst max-delay path | FSM[2] | D2 | 140 | 5
## power by group through the flow
| stage | Clock (uW) | Sequential (uW) | Combinational, uW |
|---|---|---|---|
| 6_report | 123 | 180 | 98.1 |
| 4_1_cts | 129 | 180 | 97.8 |
| 5_1_grt | 144 | 181 | 108 |
## layer usage
metal  vias to the layer above  global-route usage [%]  wire length [um]
li1                        197                       -                 -
met1                       167                    3.64               453
met2                         9                    3.93               348
met3                         2                    1.48                52
met4                         0                    1.06                28
met5                         -                       0                 0
## kinds of logic (layout without fill, tap and decap cells)
group,after synthesis,in the layout,synth area share (%)
AND/OR/NAND/NOR,12,12,16.1
AND-OR/OR-AND,9,9,11.8
buffers and inverters,9,23,8.51
adder cells (fa/ha/maj),7,7,18.0
flip-flops,7,7,39.7
XOR/XNOR,2,2,3.31
other,1,1,0.709
multiplexers,1,1,1.89
## Yosys cell counts
master / number / area (um^2)
a21oi_1: 3 / 15.0
a221oi_2: 1 / 15.0
a31oi_1: 1 / 6.26
buf_4: 1 / 7.51
buf_6: 1 / 11.3
conb_1: 1 / 3.75
edfxtp_1: 7 / 210
fa_1: 1 / 20.0
ha_1: 6 / 75.1
inv_1: 7 / 26.3
mux2i_1: 1 / 10.0
nand2b_1: 2 / 12.5
nand3b_1: 1 / 7.51
nand4b_1: 1 / 8.76
nor2b_1: 1 / 6.26
nor3_1: 3 / 15.0
o211ai_1: 1 / 7.51
o21ai_0: 2 / 10.0
o32ai_1: 1 / 8.76
or2_2: 1 / 6.26
or3_2: 1 / 7.51
or4_1: 1 / 7.51
or4b_4: 1 / 13.8
xnor2_1: 2 / 17.5
## critical path: stages
cell             delay (ps)
clkdlybuf4s50_1         500
inv_1                    80
ha_1                    200
or4b_4                  510
a221oi_2                240
Power figures rest on the tool's default switching activity, not on a simulated workload.
