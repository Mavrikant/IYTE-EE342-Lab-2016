File: run.sh
#!/bin/bash
# OpenROAD 26Q1-2900-gdf79404cd8, Yosys 0.63+post, stock flow scripts
make -C /OpenROAD-flow-scripts/flow DESIGN_CONFIG=/design/flow/config.mk WORK_HOME=/design/flow/orfs finish
File: design.v
module Lab4 (Clk, Send, PDin, PDout, PDready, SDout, SClk );
	input Clk, Send;
	input [7:0]PDin;
	output [7:0]PDout;
	output PDready;
	output SDout;
	output SClk;
	wire Clk2;
	wire Wire;
	assign SDout = Wire;
	assign SClk = Clk2;
	Transmitter TR (.Clk(Clk),  .PDin(PDin[7:0]), .Send(Send),        .SDClk(Clk2), .SDout(Wire) );
	Receiver    RC (.Clk(Clk2), .SDin(Wire),   .PDout(PDout[7:0]), .PDready(PDready) );
endmodule
module Receiver(Clk, SDin, PDout, PDready);
	input Clk, SDin;
	output PDready;
	output [7:0]PDout ;
	reg Hold, Data;
	reg [8:0]SR ;
	assign PDout[7:0] = (SR[8]) ? SR[7:0] : 8'b0;
	assign PDready    = SR[8];
	always @(posedge Clk)
		begin
			if (SDin && ~Data)
				begin
					Data <= 1'b1;
				end
			else if (SR[8])
				begin
					Data <= 1'b0;
				end
		end
	always @(posedge Clk)
		Hold <= SDin;
	always @(posedge Clk)
		begin
			if (Data && SR[8])
				SR[8:0] <= 9'b0;
			else if (Data && ~SR[8])
				begin
					SR[8:1] <= SR[7:0];
					SR[0]   <= Hold;
				end
			else
				SR[8:0] <= SR[8:0];
		end
endmodule
module Transmitter (Clk, PDin, Send, SDClk, SDout);
	input Send, Clk;
	input [7:0]PDin;
	output SDClk;
	output SDout;
	reg [8:0]SR;
	reg SendReg;
	wire SendNew;
	assign SDClk = Clk;
	assign SDout = SR[8];
	assign SendNew = Send && ~SendReg;
	always @(posedge Clk)
		SendReg <= Send;
	always @(posedge Clk) 
		begin 
			if (SendNew)
				begin
					SR[7:0] <= PDin[7:0];
					SR[8]   <= 1'b1;
				end
			else
				begin
					SR[8:1] <= SR[7:0];
					SR[0]   <= 1'b0;
				end
		end
endmodule
File: constraint.sdc
current_design Lab4

set clk_period 1.3
set clk_io_pct 0.2

create_clock -name clk0 -period $clk_period [get_ports {Clk}]

set non_clock_inputs [all_inputs -no_clocks]
set_input_delay [expr $clk_period * $clk_io_pct] -clock clk0 $non_clock_inputs
set_output_delay [expr $clk_period * $clk_io_pct] -clock clk0 [all_outputs]
File: config.mk
export PLATFORM = sky130hd
export DESIGN_NAME = Lab4
export DESIGN_NICKNAME = Lab4
export VERILOG_FILES = /design/flow/design.v
export SDC_FILE = /design/flow/constraint.sdc
export NUM_CORES = 4
export LEC_CHECK = 1
export CORE_AREA = 10 10 81 81
export DIE_AREA = 0 0 91 91
==> flow_summary.json <==
{
  "ys_area_um2": 768,
  "grt_max_degree": 12,
  "firstDrtPassIters": 3,
  "place_inst": 147,
  "wl_um": 1410,
  "io_buffers": 20,
  "synth_cell_types": 17,
  "grt_util_met2_pct": 4.24,
  "io_pins": 21,
  "fp_util_pct": 15.9,
  "p_per_area_mw_per_mm2": 1940,
  "dieWidth_um": 91,
  "crit_chain": "buf_6, buf_6, and2_4, buf_6",
  "diodes": 0,
  "cp-start-kind": "flip-flop",
  "arrival_ns": 1.16,
  "status": "finished with violations",
  "worstMarginPinSlew_ns": 0.224,
  "cp_num_cells": 4,
  "critPathBufInv": 3,
  "period_minus_slack_ns": 1.42,
  "rr_worst_depth": 5,
  "critPathKind": "flip-flop to output pin",
  "die_area_mm2": 0.00828,
  "avgSynthCellArea_um2": 12.4,
  "hold_class": "flip-flop to flip-flop",
  "critical_path.slowest_cell": "dfxtp_4",
  "whs_path_depth": 1,
  "post-route-util_pct": 24.3,
  "gr-total-overflow": 0,
  "vias": 528,
  "synth_seq_share_pct": 54.7,
  "p_total_mw": 2.27,
  "drive_above_1_share_pct": 44.6,
  "clk_latency_ns": 0.35,
  "fp.dieH_um": 91,
  "design_area_mm2": 0.00117,
  "maxSlewHeadroom_pct": 85.1,
  "finalWorstSetupSlack_ns": -0.122,
  "p_leak_nw": 0.543,
  "rows": 25,
  "synth-seq-cells": 21,
  "tritoncts": "yes",
  "grt_pass1_wl_um": 2440,
  "grt.busiest_layer": "met1",
  "crit_required_ns": 1.04,
  "placed_area_mm2": 0.00103,
  "syn_area_um2": 768,
  "grtUsageMet1_pct": 4.76,
  "critPathTopFamily": "flip-flops",
  "drt-initial-drc-count": 17,
  "fin_cells": 159,
  "path_clk_slew_ns": 0.07,
  "syn_inst": 62,
  "cp_common_cell": "buf_6",
  "worstSetupEndpointType": "output pin",
  "cpPeakStageDelay_ns": 0.37,
  "drv_slew": 0,
  "hold_viol": 0,
  "use_met3_pct": 2.57,
  "post_drt_wl_per_cell_um": 8.86,
  "yosys_warnings": 2,
  "warnings": 28,
  "hold_buffers": 0,
  "critPathMaxFanout": 4,
  "ys_cells": 62,
  "core-area_mm2": 0.00482,
  "drc": 0,
  "grt_pass1_vias": 556,
  "ant_nets": 0,
  "area_delta_synth_final_pct": 52.4,
  "setup_tns_ns": -0.365,
  "skew_ns": 0.000774,
  "antenna_found_initial": 0,
  "track_usage_pct": 3.54,
  "setup-violations-final": 8,
  "dpl.hpwl_um": 1020,
  "finalWeightedCongestion": 0.741,
  "violations": "negative setup slack",
  "maxCapViolations": 0,
  "timing.fmax_ghz": 0.703,
  "fillers": 534,
  "ir_worst_vdd_mv": 0.697,
  "min_period_over_period_pct": 109,
  "vias_per_cell": 3.32,
  "rsz0062_at_grt": "true"
}
-- metrics by stage --
stage	hold WS [ns]	setup WS, ns
6_report	0.413	-0.122
5_1_grt	0.435	-0.163
4_1_cts	0.416	-0.133
3_5_place_dp	0.368	-0.0642
3_3_place_gp	0.370	-0.0354
2_1_floorplan	0.288	0.292
-- state kept, by name (all words and copies together), names as in the netlist --
register    count
TR.SR           9
RC.SR           9
TR.SendReg      1
RC.Data         1
RC.Hold         1
-- layout by cell type (no fill, tap or decap), types with 2 or more instances in the layout --
| cell | instances |
|---|---|
| nand3b_1 | 2 |
| inv_1 | 4 |
| nand2b_1 | 2 |
| a21o_1 | 2 |
| clkdlybuf4s50_1 | 9 |
| a22o_1 | 5 |
| dlygate4sd2_1 | 2 |
| and2_1 | 2 |
| and2_4 | 6 |
| dfxtp_2 | 3 |
| mux2_4 | 7 |
| buf_4 | 3 |
| clkbuf_8 | 6 |
| dfxtp_1 | 17 |
| buf_2 | 4 |
| buf_6 | 8 |
| o21ai_0 | 2 |
-- power by group --
group	total (mW)	internal [mW]	leakage, nW	switching, mW
combinational	0.627	0.426	0.318	0.201
sequential	0.985	0.840	0.176	0.145
clock	0.663	0.433	0.0483	0.230
-- what timing repair did --
item,4_1_cts,5_1_grt
setup buffers,6,0
setup endpoints to repair,11,13
gates cloned,0,0
gates resized,44,6
endpoints found under the hold margin,0,0
pin swaps,3,1
-- layer usage --
layer  wire length (um)  share of wire [%]  up-vias
met3                135                9.6        2
li1                   -                  -      266
met1                741                 53      235
met4                 27                1.9        0
met5                  0                  0        -
met2                505                 36       25
-- cell type report --
cell class,instances,area [um2],share of cell area (%)
clock buffers,8,91.3,7.80
inverters,4,15.0,1.28
multi-input cells,33,313,26.7
flip-flops and latches,21,428,36.5
well taps,67,83.8,7.16
repair buffers,26,240,20.5
-- worst paths after layout --
| path | startpoint | to | slack (ns) |
|---|---|---|---|
| worst min register to register | TR.SR[7]$_DFF_P_ | TR.SR[8]$_SDFF_PP1_ | 0.41 |
| worst min-delay path | TR.SR[7]$_DFF_P_ | TR.SR[8]$_SDFF_PP1_ | 0.41 |
| worst max register to register | RC.SR[8]$_SDFFE_PP0P_ | RC.SR[8]$_SDFFE_PP0P_ | 0.18 |
| worst max-delay path | RC.SR[8]$_SDFFE_PP0P_ | PDout[3] | -0.12 |
-- synth_stat cells --
master | count | area (um2)
nand3b_1 | 2 | 15.0
inv_1 | 4 | 15.0
and2_1 | 8 | 50.1
mux2_4 | 7 | 105
o21ai_0 | 2 | 10.0
and2b_1 | 1 | 7.51
nand2b_4 | 1 | 13.8
a21o_1 | 2 | 15.0
buf_4 | 1 | 7.51
buf_6 | 2 | 22.5
a22o_1 | 5 | 43.8
nor2b_4 | 1 | 13.8
nand2b_1 | 2 | 12.5
nor2_1 | 1 | 3.75
dfxtp_1 | 21 | 420
clkbuf_2 | 1 | 5.00
o31ai_1 | 1 | 7.51
-- worst register-to-register path: cells and delay by family, from the launching register on --
family                 cells  cell delay [ns]
flip-flops                 1             0.37
AND-OR/OR-AND              1             0.14
AND/OR/NAND/NOR            1             0.15
buffers and inverters      3             0.36
-- kinds of logic (layout without fill, tap and decap cells) --
group,Yosys count,count (layout),synth area share [%]
buf+inv,8,38,6.51
mux,7,7,13.7
flops,21,21,54.7
compound gates,10,10,9.93
simple gates,16,16,15.1
Power is estimated from default activity; no workload was simulated.
