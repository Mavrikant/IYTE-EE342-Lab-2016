<file path="flow/config.mk">
export PLATFORM = sky130hd
export DESIGN_NAME = Lab2
export DESIGN_NICKNAME = Lab2
export VERILOG_FILES = /design/flow/design.v
export SDC_FILE = /design/flow/constraint.sdc
export NUM_CORES = 4
export LEC_CHECK = 1
export CORE_AREA = 10 10 70 70
export DIE_AREA = 0 0 80 80
</file>
<file path="flow/constraint.sdc">
current_design Lab2

set clk_period 1.7
set clk_io_pct 0.2

create_clock -name clk0 -period $clk_period [get_ports {clk}]

set non_clock_inputs [all_inputs -no_clocks]
set_input_delay [expr $clk_period * $clk_io_pct] -clock clk0 $non_clock_inputs
set_output_delay [expr $clk_period * $clk_io_pct] -clock clk0 [all_outputs]
</file>
<file path="flow/design.v">
module BCDcounter(nrst,clk,cnten,cout,nexten);
input clk;
input cnten;
input nrst;
output nexten;
output reg [3:0]cout;
always @(posedge clk or negedge nrst)
	begin
		if(nrst == 1'd0)
			cout[3:0] <= 4'b0;
			else
				if(cnten == 1'd1)
					if(cout[3:0] == 4'd9)
						cout[3:0] <= 4'b0;
					else
						cout[3:0] <= cout[3:0] + 4'b1;
	end 
assign nexten =(cout[3:0] == 4'd9)? 1'b1 : 1'b0;
endmodule 
module Lab2(nrst,clk,cnten, Co1, Co10, Co100);
input clk,cnten;
input nrst;
wire [1:0] W;
output [3:0] Co1;
output [3:0] Co10;
output [3:0] Co100;
BCDcounter C1(.nrst(nrst), .clk(clk), .cnten(cnten), .cout(Co1), .nexten(W[0]));
BCDcounter C10(.nrst(nrst), .clk(clk), .cnten(W[0] && cnten), .cout(Co10), .nexten(W[1]));
BCDcounter C100(.nrst(nrst), .clk(clk), .cnten(W[0] && W[1] && cnten), .cout(Co100), .nexten( ));
endmodule 
</file>
<file path="flow/run.sh">
#!/bin/bash
# OpenROAD 26Q1-2900-gdf79404cd8, Yosys 0.63+post, stock flow scripts
make -C /OpenROAD-flow-scripts/flow DESIGN_CONFIG=/design/flow/config.mk WORK_HOME=/design/flow/orfs finish
</file>
==> metrics.json <==
{
  "run_status": "completed",
  "floorplan.core_util_pct": 18.6,
  "setup_viol": 0,
  "crit_chain": "clkdlybuf4s50_1",
  "fmax_mhz": 629,
  "crit_slowest_cell": "sky130_fd_sc_hd__clkdlybuf4s50_1",
  "cp.depth": 1,
  "slew_viol_final": 0,
  "synth_flops": 12,
  "crit_path_max_incr_delay_ps": 510,
  "die.size.x_um": 80,
  "synth-warning-count": 1,
  "cp-end-kind": "primary output",
  "hpwlAfterDp_mm": 1.09,
  "fp.coreArea_mm2": 0.00342,
  "grt_max_degree": 13,
  "sum_of_routed_wire_length_over_all_layers_mm": 1.41,
  "max-clock-path-buffers": 2,
  "cp.arrival_ps": 1250,
  "crit_buf_inv": 1,
  "post_cts.resized_instances": 0,
  "slew-limit-headroom_pct": 62.8,
  "worst_ir_drop_vdd_mv": 0.728,
  "criticalPathCategory": "flip-flop to primary output",
  "edf_count": 0,
  "vias_in_the_first_global_route": 515,
  "max_cap_violations": 0,
  "tightestPinTransition_ps": 556,
  "cts_max_level": 1,
  "ys_cells": 59,
  "dieHeight_um": 80,
  "synth.yosys.chip_area_um2": 636,
  "synth_area_um2": 636,
  "final.setup.worst_slack_ps": 109,
  "grt_first_pass_wirelength_mm": 2.47,
  "antenna-diode-count": 0,
  "drc_errors": 0,
  "timing_hold_violations_final": 0,
  "synthTopCellsByArea": "sky130_fd_sc_hd__dfrtp_1 47%, sky130_fd_sc_hd__xor2_1 4.1%, sky130_fd_sc_hd__nand3_1 3.9%",
  "synthFlopType": "sky130_fd_sc_hd__dfrtp_1",
  "rsz0062_at_grt": "false",
  "post-synth-top-count-cell": "sky130_fd_sc_hd__dfrtp_1",
  "detail_route.wl_per_cell_um": 10.9,
  "clock_sink_count": 12,
  "post_synth_num_cell_types": 31,
  "synthesis.area_per_instance_um2": 10.8,
  "port-buffer-count": 14,
  "flow.area_growth_from_synthesis_pct": 42.9,
  "grt.total_usage_pct": 4.75,
  "synthesis.instances": 59,
  "post-cts-setup-buffer-count": 0,
  "power.leakage_nw": 0.405,
  "worst_ep_required_time_ps": 1360,
  "timing.critical_path.from": "C10.cout[1]",
  "design.portCount": 15,
  "async_reset_ff_share_pct": 100,
  "worst-path-max-fanout": 9,
  "clock_tree.root_cell": "sky130_fd_sc_hd__clkbuf_4",
  "timing.hold.worst.class": "input port to asynchronous set/reset pin",
  "reg2reg_from": "C10.cout[1]",
  "grt_antenna_before_repair": 0,
  "top_area_cell": "sky130_fd_sc_hd__dfrtp_1",
  "via_count": 528,
  "worstSkewPairLatency_ps": 270,
  "worst_path_dominant_cell_family": "buffers and inverters",
  "post_route_cells_drive_above_1_share_pct": 21.7,
  "final.setup_skew_ps": 4.11,
  "global_route.overflow_total": 0,
  "detail_route.first_pass.iterations": 4,
  "total_tool_warning_count": 25,
  "ys_top_cells_by_count": "12 x sky130_fd_sc_hd__dfrtp_1, 5 x sky130_fd_sc_hd__nand2_1, 5 x sky130_fd_sc_hd__nand3_1, 4 x sky130_fd_sc_hd__nor2b_1, 3 x sky130_fd_sc_hd__xor2_1",
  "drt_iter0_drc": 4,
  "setup_slack_at_placement_ps": 59.1,
  "path_clk_slew_ps": 70,
  "cp-start-kind": "flip-flop",
  "ys_seq_share_pct": 47.2,
  "setup_tns_ps": 0,
  "ctsHoldBuffers": 0,
  "power-per-cell-area_mw_per_mm2": 1390,
  "routed_vias_inst": 4.09,
  "netlist.area_leader.share_pct": 47.2,
  "tritoncts.num_buffers": 3,
  "period_minus_slack_ps": 1590,
  "postRouteAntennaNets": 0,
  "routabilityCongestion": 0.752,
  "placement_rows": 21,
  "die_area_mm2": 0.00640,
  "tritoncts": "yes",
  "worstRegToRegCells": 3,
  "period_used_pct": 93.6
}
[report_power, final]
group          internal [mW]  total, mW  switching, mW
Sequential             0.382      0.498          0.116
Combinational          0.385      0.588          0.204
Clock                 0.0819      0.173         0.0910
[state kept, by name, summed over array words and instances (netlist names)]
register,flops
C1.cout,4
C10.cout,4
C100.cout,4
[worst paths after layout]
kind | to | slack (ps)
min in group clk0 | C10.cout[0] | 510
hold / removal | C100.cout[1] | 420
setup reg to reg | C100.cout[0] | 200
setup / recovery | Co10[1] | 110
hold reg to reg | C10.cout[0] | 510
max in group asynchronous | C1.cout[0] | 910
[metal layers]
layer / track usage [%] / share of wire, % / vias to the layer above
met4: 0.352 / 0 / 0
met3: 2.39 / 7.9 / 0
met2: 6.18 / 40 / 14
met1: 7.04 / 52 / 249
li1: - / - / 265
met5: 0 / 0 / -
[logic make-up (layout without fill, tap and decap cells)]
kind of cell | Yosys count | in the layout | synth area share [%]
multiplexers | 1 | 1 | 1.77
buffers and inverters | 1 | 25 | 0.590
AND/OR/NAND/NOR | 31 | 31 | 32.3
flip-flops | 12 | 12 | 47.2
AND-OR/OR-AND | 8 | 8 | 8.66
XOR/XNOR | 6 | 6 | 9.45
[per-stage QoR]
step / area [µm²] / power (mW) / utilization [%] / hold WS [ps] / std cells
CTS: 908 / 1.28 / 26.6 / 447 / 129
detailed placement: 886 / 1.10 / 25.9 / 500 / 126
global route: 908 / 1.38 / 26.6 / 464 / 129
finish: 908 / 1.26 / 26.6 / 424 / 129
global placement: 886 / 1.09 / 25.9 / 499 / 126
floorplan: 636 / 0.742 / - / 44.4 / 59
[area by class of cell]
cell class | instances | area, µm²
clock buffers | 3 | 22.5
fillers | 376 | 2510
inverters | 1 | 3.75
multi-input cells | 46 | 332
flip-flops and latches | 12 | 300
well taps | 46 | 57.6
repair buffers | 21 | 193
[layout by cell type, fill, tap and decap left out, types with 2 or more instances in the layout]
master | netlist | final
sky130_fd_sc_hd__clkdlybuf4s50_1 | 0 | 14
sky130_fd_sc_hd__dfrtp_1 | 12 | 12
sky130_fd_sc_hd__clkbuf_4 | 0 | 3
sky130_fd_sc_hd__xnor2_1 | 2 | 2
sky130_fd_sc_hd__o21ai_0 | 2 | 2
sky130_fd_sc_hd__and3b_1 | 2 | 2
sky130_fd_sc_hd__nand3_1 | 5 | 5
sky130_fd_sc_hd__nor2_1 | 2 | 2
sky130_fd_sc_hd__buf_4 | 0 | 7
sky130_fd_sc_hd__nand2_1 | 5 | 5
sky130_fd_sc_hd__xor2_1 | 3 | 3
sky130_fd_sc_hd__nor2b_1 | 4 | 4
Power is estimated from default activity; no workload was simulated.
